### design/flow/design.v
module cdc_handshake #(
  parameter CDC_REG_AMOUNT    = 2,
  parameter PASS_IMMEDIATELY  = 0
)(
  input   rst_m_i,
  input   rst_s_i,
  input   clk_m_i,
  input   clk_s_i,
  input   m_req_i,
  output  m_ack_o,
  input   s_ack_i,
  output  s_req_o
);
logic [CDC_REG_AMOUNT:0]  m_ack_sync_reg;
logic [CDC_REG_AMOUNT:0]  s_req_sync_reg;
logic m_wait;
logic m_wait_set;
logic m_wait_clear;
logic s_req;
logic s_req_set;
logic s_req_clear;
logic m_req;
logic m_req_set;
logic m_req_clear;
logic s_ack;
logic s_ack_set;
logic s_ack_clear;
logic m_req_toggle;
logic s_ack_toggle;
logic m_ack_posedge_stb, m_ack_negedge_stb;
logic s_req_posedge_stb, s_req_negedge_stb;
logic m_ack_stb;
logic s_req_stb;
logic m_req_cross_domain;
logic s_ack_cross_domain;
always_ff @( posedge clk_m_i, posedge rst_m_i )
  if( rst_m_i )
    m_req <= 1'b0;
  else
    if( m_req_toggle )
      m_req <= ~m_req;
always_ff @( posedge clk_m_i, posedge rst_m_i )
  if( rst_m_i )
    m_wait <= 1'b0;
  else
    if( m_wait_set )
      m_wait <= 1'b1;
    else
      if( m_wait_clear )
        m_wait <= 1'b0;
assign m_req_toggle = m_req_i && ~m_wait;
assign m_wait_set   = m_req_toggle;
assign m_wait_clear = m_ack_stb;
always_ff @( posedge clk_s_i, posedge rst_s_i )
  if( rst_s_i )
    s_ack <= 1'b0;
  else
    if( s_ack_toggle )
      s_ack <= ~s_ack;
always_ff @( posedge clk_s_i, posedge rst_s_i )
  if( rst_s_i )
    s_req <= 1'b0;
  else
    if( s_req_set )
      s_req <= 1'b1;
    else
      if( s_req_clear )
        s_req <= 1'b0;
assign s_ack_toggle = s_req && s_ack_i;
assign s_req_set    = s_req_stb;
assign s_req_clear  = s_ack_toggle;
always_ff @( posedge clk_s_i, posedge rst_s_i )
  if( rst_s_i )
    s_req_sync_reg <= '0;
  else
    s_req_sync_reg <= { s_req_sync_reg[CDC_REG_AMOUNT-1:0], m_req_cross_domain };
always_ff @( posedge clk_m_i, posedge rst_m_i )
  if( rst_m_i )
    m_ack_sync_reg <= '0;
  else
    m_ack_sync_reg <= { m_ack_sync_reg[CDC_REG_AMOUNT-1:0], s_ack_cross_domain };
assign s_req_posedge_stb = ~s_req_sync_reg[CDC_REG_AMOUNT]   && s_req_sync_reg[CDC_REG_AMOUNT-1];
assign s_req_negedge_stb = ~s_req_sync_reg[CDC_REG_AMOUNT-1] && s_req_sync_reg[CDC_REG_AMOUNT];
assign m_ack_posedge_stb = ~m_ack_sync_reg[CDC_REG_AMOUNT]   && m_ack_sync_reg[CDC_REG_AMOUNT-1];
assign m_ack_negedge_stb = ~m_ack_sync_reg[CDC_REG_AMOUNT-1] && m_ack_sync_reg[CDC_REG_AMOUNT];
generate
  if( PASS_IMMEDIATELY )
    begin
      assign m_req_cross_domain = m_req || m_req_toggle;
      assign s_ack_cross_domain = s_ack || s_ack_toggle;
    end
  else
    begin
      assign m_req_cross_domain = m_req;
      assign s_ack_cross_domain = s_ack;
    end
endgenerate
assign s_req_stb = s_req_posedge_stb || s_req_negedge_stb;
assign m_ack_stb = m_ack_posedge_stb || m_ack_negedge_stb;
assign s_req_o = s_req;
assign m_ack_o = m_ack_stb;
endmodule : cdc_handshake
### design/flow/run.sh
#!/bin/bash
# OpenROAD 26Q1-2900-gdf79404cd8, Yosys 0.63+post, stock flow scripts
make -C /OpenROAD-flow-scripts/flow DESIGN_CONFIG=/design/flow/config.mk WORK_HOME=/design/flow/orfs finish
### design/flow/config.mk
export PLATFORM = sky130hd
export DESIGN_NAME = cdc_handshake
export DESIGN_NICKNAME = cdc_handshake
export VERILOG_FILES = /design/flow/design.v
export SDC_FILE = /design/flow/constraint.sdc
export NUM_CORES = 4
export LEC_CHECK = 1
export CORE_AREA = 10 10 70 70
export DIE_AREA = 0 0 80 80
### design/flow/constraint.sdc
current_design cdc_handshake

set clk_period 1.0
set clk_io_pct 0.2

create_clock -name clk0 -period $clk_period [get_ports {clk_m_i}]
create_clock -name clk1 -period $clk_period [get_ports {clk_s_i}]

set non_clock_inputs [all_inputs -no_clocks]
set_input_delay [expr $clk_period * $clk_io_pct] -clock clk0 $non_clock_inputs
set_output_delay [expr $clk_period * $clk_io_pct] -clock clk0 [all_outputs]
==> changes_impl.md <==
### Changed

- Slowest-stage cell, CP: dfrtp_1
- Clock Pin Slew Worst Setup and Hold Paths: 0.04 ns
- Skew final: 0.005038 ns
- Rel. slew slack: 87.39%
- Max IR drop VDD: 1327 uV
- Final hold vios: 0
- Routed via count: 214
- Tightest Pin Transition: 0.1890 ns
- Netlist cell types: 8
- # rows: 21
- Setup TNS: -0.1218 ns
- Area grow syn2layout: 59.16%
- DR pass1 iterations: 2
- Register-to-register setup slack: 0.11 ns
- Global route overflow: 0
- Vias in the first global route: 240
- DRC: 0
- CP Data Arrival Time: 0.92 ns
- Core area: 3416 sq um
- IO Count: 8
- Crit-path cells: xor2_2 > buf_2
- Antenna diode count: 0
- Post-CTS Hold Buffers: 0
- Leak Pwr: 0.2323 nW
- Worst Path Required: 0.80 ns
- Die H: 80 microns
- Status: finished with violations
- Antenna-violating nets left: 0
- Drt total wl: 627 microns
- CP bufs+invs: 1
- Share of cells above drive strength 1: 35.90%
- CP endpoint kind: output port
- Synth Register Bits: 10
- Chip area: 6400 sq um
- Pin count of the biggest net entering global routing: 6
- Worst path depth: 2
- Kind of critical path: reg -> out
- Top cells by area: dfrtp_1, xnor2_1, inv_1, nand2b_4, xor2_1
- RSZ-0062 raised after global routing: true
- CTS tree: done
- Worst reg-to-reg path cell count: 3
- FF-to-FF End: m_wait
- Final Core Density: 15.27%
- YS chip area: 327.8 sq um
- Routability cong.: 0.7157
- Fin area: 521.8 sq um
- Biggest area consumer among synthesized cells: dfrtp_1
- Initial antenna violation count: 0
- CP Max Fanout: 2
- Fill cell count: 380
- Gr usage total: 2.334%
- Setup WS post-layout: -0.1218 ns
- Number of buffers added on ports: 6
- Via-per-instance ratio: 2.518
- Slowest Stage Delay on Critical Path: 0.39 ns
- DIE WIDTH: 80 microns
- HPWL after detailed placement: 440.4 microns
- Critical Path Start Type: flip-flop
- Yosys stat cell total: 22
- Routed WL per cell: 7.376 microns
- CP delay by family, top: flip-flops
- Syn_area_per_cell: 14.90 sq um
- Core Util at FP: 9.597%
- Tool warning count: 28
- Yosys warnings: 1
- Cell Area, Synth: 327.8 sq um
- Dpl cells: 75
- Failing checks: setup timing
- Cells after synthesis: 22
- Post-DP Area: 452.9 sq um
- First-pass GRT wire length: 1.083 mm
- # setup viols final: 1
- Clock sinks: 10
- Hold Path Class: in -> async
- Pins Over Slew Limit: 0
- Yosys top cell area share: 76.34%
- PD cells: 3142 nW/um^2
- Non-filler instance count after layout: 85
- Reg-to-reg startpoint: m_ack_sync_reg[2]
- Post-synthesis sequential area ratio: 76.34%
- Final Hold Slack: 0.1492 ns
- DR iter-0 viols: 5
- MaxCap Viol Count: 0
-- cell type report --
class,count,area (sq um),area share [%]
inverter,4,15.01,2.878
sequential,10,250.2,47.96
multi-input combinational,8,73.82,14.15
timing repair buffer,9,72.57,13.91
clock buffer,8,52.55,10.07
tap,46,57.56,11.03
-- cell usage after synthesis --
master	count
nand2b_4	1
o21ai_0	1
o21ai_1	1
xnor2_1	3
dfrtp_1	10
inv_1	4
xor2_1	1
nand2_1	1
-- layer usage --
metal / vias to the layer above / GRT usage, % / wire (microns)
li1: 99 / - / -
met1: 97 / 2.719 / 322
met4: 0 / 0.7042 / 14
met2: 14 / 2.247 / 171
met5: - / 0 / 0
met3: 4 / 3.182 / 118
-- kinds of logic after synthesis --
logic type / synth area share, %
flip-flops: 76.34
AND/OR/NAND/NOR: 5.341
XOR/XNOR: 10.69
buffers and inverters: 4.579
AND-OR/OR-AND: 3.051
-- per-stage QoR --
| stage | power (mW) | setup WS, ns |
|---|---|---|
| after CTS | 1.678 | -0.1665 |
| after floorplan | 0.8829 | 0.2821 |
| final | 1.639 | -0.1218 |
| after global routing | 1.787 | -0.1879 |
| after detailed placement | 1.105 | -0.2593 |
| after global placement | 1.088 | -0.2533 |
-- worst max path at each step --
stage | end | start | slack [ns]
4_1_cts | m_ack_o | m_ack_sync_reg[1] | -0.17
5_1_grt | m_ack_o | m_ack_sync_reg[2] | -0.19
6_report | m_ack_o | m_ack_sync_reg[2] | -0.12
-- what timing repair did --
action / CTS / global route
endpoints found under the setup margin: 2 / 3
resized: 6 / 2
pin swaps: 1 / 2
buffers inserted: 2 / 1
-- layout by cell type, fill, tap and decap left out --
cell type / count
dfrtp_1: 10
clkbuf_4: 6
inv_1: 4
clkdlybuf4s50_1: 4
xnor2_1: 3
buf_4: 3
clkbuf_1: 2
xor2_2: 1
o21ai_0: 1
nand2_1: 1
nand2b_4: 1
o21ai_2: 1
buf_2: 1
clkbuf_2: 1
-- power by group --
part | internal [mW] | switching (mW) | total [mW]
Sequential | 0.616 | 0.126 | 0.742
Clock | 0.302 | 0.167 | 0.469
Combinational | 0.288 | 0.139 | 0.428
No activity file was given, so power comes from the tool's default toggle rates.
